$ cat config.mk
export PLATFORM = sky130hd
export DESIGN_NAME = alu
export DESIGN_NICKNAME = alu
export VERILOG_FILES = /design/flow/design.v
export SDC_FILE = /design/flow/constraint.sdc
export NUM_CORES = 4
export LEC_CHECK = 1
export CORE_AREA = 10 10 70 70
export DIE_AREA = 0 0 80 80
$ cat constraint.sdc
current_design alu

set clk_period 4.6
set clk_io_pct 0.2

create_clock -name clk0 -period $clk_period

set non_clock_inputs [all_inputs -no_clocks]
set_input_delay [expr $clk_period * $clk_io_pct] -clock clk0 $non_clock_inputs
set_output_delay [expr $clk_period * $clk_io_pct] -clock clk0 [all_outputs]
$ cat design.v
module add1 ( input a, input b, input cin,   output sum, output cout );
    assign cout = (a & b) | (cin & (a ^ b));
    assign sum = (a ^ b ^ cin);
endmodule
module add8( 
    input [7:0] a,
    input [7:0] b,
    input cin,
    output cout,
    output [7:0] sum);
    wire [7:0] carries;
    assign cout = carries[7];
    genvar i;
    generate
        for(i = 0; i <= 7; i = i + 1) begin: looping
            if(i == 0) begin: first_adder
                add1 firstadder(.a(a[i]), .b(b[i]), .cin(cin), .sum(sum[i]), .cout(carries[i]));
            end else begin: other_adders
                add1 adder1(.a(a[i]), .b(b[i]), .cin(carries[i - 1]), .sum(sum[i]), .cout(carries[i]));
            end
        end
    endgenerate
endmodule
module alu(
    input [7:0] firstArg,
    input [7:0] secondArg,
    input isAdding,
    output overflow,
    output unsignedOverflow,
    output isZero,
    output sign,
    output [7:0] result );
    wire [7:0] updatedSecond = isAdding ? secondArg : ~secondArg;
    assign isZero = result == 8'b0;
    assign sign = result[7];
    assign overflow = (isAdding & ((firstArg[7] & secondArg[7] & ~result[7]) | (~firstArg[7] & ~secondArg[7] & result[7]))) |
    (~isAdding & ((firstArg[7] & ~secondArg[7] & ~result[7]) | (~firstArg[7] & secondArg[7] & result[7])));
    add8 adder(.a(firstArg), .b(updatedSecond), .cin(~isAdding), .cout(unsignedOverflow), .sum(result));
endmodule
$ cat run.sh
#!/bin/bash
# OpenROAD 26Q1-2900-gdf79404cd8, Yosys 0.63+post, stock flow scripts
make -C /OpenROAD-flow-scripts/flow DESIGN_CONFIG=/design/flow/config.mk WORK_HOME=/design/flow/orfs finish
==> reports/qor.yml <==
status:
  status: "complete, but fails checks"
  violations: "setup timing"
route:
  n_antenna_cell: 0
  drt.antenna.violating_nets: 0
  post_drt_wl_per_cell_um: 9.74
  drt_wl_total_um: 1140
  drc: 0
  dr.first_iter.drc_count: 2
  num_vias: 334
  firstDrtPassIters: 4
  vias_per_cell: 2.85
grt:
  grt_pass1_wl_um: 1800
  grt_antenna_before_repair: 0
  grt_overflow: 0
  track_usage: 0.0350
  grt_pass1_vias: 377
  grt_max_degree: 5
place:
  place_area_um2: 714
  hpwlAfterDp_um: 1110
  gp_congestion: 0.726
  portBuffers: 29
synthesis:
  ys_seq_share: 0
  yosys-top-cells-area: "fa_1 36%, buf_4 15%, xor2_1 14%"
  common_cells: "13 x inv_1, 8 x buf_4, 7 x fa_1"
  netlist_instances: 45
  top_area_cell: "fa_1"
  netlist_area_um2: 388
  top_area_frac: 0.361
  synth_warnings: 0
  ys_cells: 45
  top_cell: "inv_1"
  syn_area_per_cell_um2: 8.62
  synth.distinct_cells: 14
  yosys.stat.chipArea_um2: 388
final_timing:
  timing_hold_violations_final: 0
  worst_slew_pin_slew_ps: 212
  layout_setup_ws_ps: -463
  rsz0062_at_grt: "yes"
  finalSetupViolations: 4
  finalCriticalPeriod_ps: 5060
  hold_ws_ps: 2300
  finalClockPeriodUsage: 1.10
  max_freq_ghz: 0.198
  final_max_slew_viol_count: 0
  slew-limit-headroom: 0.858
final_layout:
  nFillCells: 379
  seqCellArea_um2: 0
  area_growth_pct: 88.4
  postLayoutCellArea_um2: 731
  seq_cell_count: 0
  nClkBuffers: 0
  layout-drive-gt1-share: 0.437
setup_path:
  cp-start-kind: "input pin"
  crit_required_ps: 3680
  cp-end-kind: "output pin"
  worst-path-max-fanout: 3
  crit_type: "in -> out"
  arrival_ps: 4140
pwr:
  p_leak_nw: 0.328
  ir_worst_vdd_v: 0.0000315
  power_density_nw_per_um2: 169
  power_w: 0.000123
hold_path:
  hp-class: "in -> out"
die:
  fp.dieW_um: 80
  die_y_um: 80
  fp-utilization: 0.114
  core-area_um2: 3420
  dieArea_um2: 6400
  ios: 29
  fp-row-count: 21
run:
  max_cap_violations: 0
  tool_warnings: 35
## repair_timing
item / CTS / global route
gates resized: 44 / 6
setup buffers: 1 / 1
hold endpoints to repair: 0 / 0
pin swaps: 10 / 8
hold buffers: 0 / 0
endpoints found under the setup margin: 8 / 6
## worst max-delay path, cell delays in order
cell and delay, ps:
buf_2 130, nor2_4 80, a21oi_2 50, fa_2 360
fa_2 340, fa_2 340, inv_2 70, fa_2 180
inv_2 30, fa_2 330, fa_2 340, inv_2 70
fa_2 430, buf_6 130, nand2b_4 120, mux2i_1 110
buf_2 120
## logic make-up (layout without fill, tap and decap cells)
logic type | Yosys count | in the layout | share of synthesized area
buf+inv | 22 | 48 | 0.310
fa+ha+maj | 7 | 7 | 0.361
xor+xnor | 8 | 8 | 0.200
simple gates | 6 | 6 | 0.0903
mux | 1 | 1 | 0.0258
compound gates | 1 | 1 | 0.0129
## metrics by stage
step                 util  cells  setup TNS [ps]  worst slack [ps]
CTS                 0.209    116           -3180              -800
global placement    0.209    115           -6680             -1410
global route        0.214    117           -2300              -615
finish              0.214    117           -1830              -463
detailed placement  0.209    115           -6870             -1450
floorplan               -     45            -599              -291
## area by class of cell
| type | instances | area, µm² | share of cell area |
|---|---|---|---|
| repair buffers | 35 | 313 | 0.428 |
| inverters | 13 | 48.8 | 0.0668 |
| well taps | 46 | 57.6 | 0.0788 |
| multi-input cells | 23 | 312 | 0.426 |
## power breakdown
group / switching (W) / total, W / internal, W / leakage, nW
logic: 0.0000418 / 0.000123 / 0.0000816 / 0.328
clock network: 0 / 0 / 0 / 0
registers: 0 / 0 / 0 / 0
total: 0.0000418 / 0.000123 / 0.0000816 / 0.328
## metal layers
metal  global-route usage  vias to the layer above  routed length [µm]
li1                     -                      171                   -
met1               0.0407                      148                 390
met2               0.0610                       15                 553
met3               0.0159                        0                 195
met4                    0                        0                   0
met5                    0                        -                   0
## placed cells by master (no fill, tap or decap)
cell,instances
clkdlybuf4s50_1,17
inv_1,9
fa_2,7
buf_2,7
xor2_1,5
buf_4,5
inv_2,4
buf_6,2
dlygate4sd2_1,2
nor2_4,1
a21oi_2,1
xnor2_1,1
xor2_2,1
nand4b_1,1
nand2_1,1
nor4_1,1
nand2b_1,1
nand2b_4,1
xnor2_2,1
mux2i_1,1
clkdlybuf4s15_1,1
buf_12,1
## worst paths after layout
check / start / endpoint / slack (ps) / depth (start not counted)
setup / recovery: secondArg[0] / overflow / -460 / 17
hold / removal: firstArg[0] / isZero / 2300 / 4
Power figures rest on the tool's default switching activity, not on a simulated workload.
